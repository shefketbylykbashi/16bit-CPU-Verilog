<file path="/design/flow/design.v">
`timescale 1ns / 1ps
module ALU_16b(
    input [15:0] A,
    input [15:0] B,
    input BNegate,
    input [2:0] ALUCtrl,
    output Zero,
    output Overflow,
    output [15:0] REZ,
    output CarryOut
    );
    wire [14:0] COUT;
    ALU_1b ALU0 (A[0], B[0], BNegate, BNegate, REZ[15], ALUCtrl, REZ[0], COUT[0]);
    ALU_1b ALU1 (A[1], B[1], COUT[0], BNegate, 1'b0, ALUCtrl, REZ[1], COUT[1]);
    ALU_1b ALU2 (A[2], B[2], COUT[1], BNegate, 1'b0, ALUCtrl, REZ[2], COUT[2]);
    ALU_1b ALU3 (A[3], B[3], COUT[2], BNegate, 1'b0, ALUCtrl, REZ[3], COUT[3]);
    ALU_1b ALU4 (A[4], B[4], COUT[3], BNegate, 1'b0, ALUCtrl, REZ[4], COUT[4]);
    ALU_1b ALU5 (A[5], B[5], COUT[4], BNegate, 1'b0, ALUCtrl, REZ[5], COUT[5]);
    ALU_1b ALU6 (A[6], B[6], COUT[5], BNegate, 1'b0, ALUCtrl, REZ[6], COUT[6]);
    ALU_1b ALU7 (A[7], B[7], COUT[6], BNegate, 1'b0, ALUCtrl, REZ[7], COUT[7]);
    ALU_1b ALU8 (A[8], B[8], COUT[7], BNegate, 1'b0, ALUCtrl, REZ[8], COUT[8]);
    ALU_1b ALU9 (A[9], B[9], COUT[8], BNegate, 1'b0, ALUCtrl, REZ[9], COUT[9]);
    ALU_1b ALU10 (A[10], B[10], COUT[9], BNegate, 1'b0, ALUCtrl, REZ[10], COUT[10]);
    ALU_1b ALU11 (A[11], B[11], COUT[10], BNegate, 1'b0, ALUCtrl, REZ[11], COUT[11]);
    ALU_1b ALU12 (A[12], B[12], COUT[11], BNegate, 1'b0, ALUCtrl, REZ[12], COUT[12]);
    ALU_1b ALU13 (A[13], B[13], COUT[12], BNegate, 1'b0, ALUCtrl, REZ[13], COUT[13]);
    ALU_1b ALU14 (A[14], B[14], COUT[13], BNegate, 1'b0, ALUCtrl, REZ[14], COUT[14]);
    ALU_1b ALU15 (A[15], B[15], COUT[14], BNegate, 1'b0, ALUCtrl, REZ[15], CarryOut);
    assign Zero = ~ (
        REZ[0] | REZ [1] | REZ[2] | REZ[3] |
        REZ[4] | REZ [5] | REZ[6] | REZ[7] |
        REZ[8] | REZ [9] | REZ[10] | REZ[11] |
        REZ[12] | REZ [13] | REZ[14] | REZ[15]);
    assign Overflow = COUT[14] ^ CarryOut;
endmodule
`timescale 1ns / 1ps
module ALU_1b(
    input A,
    input B,
    input CIN,
    input BInvert,
    input LESS,
    input [2:0] ALUCtrl,
    output REZ,
    output COUT
    );
    wire notB, mB, teliDHE, teliOSE, teliMBL, teliXOR, teliMOD;
    assign notB = ~B;
    mux2ne1 m2(B, notB, BInvert, mB);
    assign teliDHE = A & mB;
    assign teliOSE = A | mB;
    assign teliXOR = A ^ mB;
    assign teliDIV = A / mB;
    mbledhesi_1b mbledhesi(A, mB, CIN, COUT, teliMBL);
    mux6ne1 muxi(teliDHE, teliOSE, teliMBL, teliXOR, teliMOD, LESS, ALUCtrl, REZ);
endmodule
`timescale 1ns / 1ps
module mbledhesi_1b(
    input A,
    input B,
    input CIN,
    output COUT,
    output SHUMA
    );
    assign SHUMA = CIN ^ A ^ B;
    assign COUT = CIN & A | CIN & B | A & B;
endmodule
`timescale 1ns / 1ps
module mux2ne1(
    input Hyrja0,
    input Hyrja1,
    input S,
    output Dalja
    );
    assign Dalja = S ? Hyrja1 : Hyrja0;
endmodule
`timescale 1ns / 1ps
module mux6ne1(
  input Hyrja0,
    input Hyrja1,
    input Hyrja2,
    input Hyrja3,
    input Hyrja4,
    input Hyrja5,
    input [2:0] S,
    output Rez
    );
assign Rez = S[2]?(S[1]?(S[0]?Hyrja4:Hyrja5):(S[0]?Hyrja2:Hyrja2)):(S[1]?(S[0]?Hyrja3:Hyrja1):
(S[0]?Hyrja2:Hyrja0));
endmodule
</file>
<file path="/design/flow/run.sh">
#!/bin/bash
# OpenROAD 26Q1-2900-gdf79404cd8, Yosys 0.63+post, stock flow scripts
make -C /OpenROAD-flow-scripts/flow DESIGN_CONFIG=/design/flow/config.mk WORK_HOME=/design/flow/orfs finish
</file>
<file path="/design/flow/config.mk">
export PLATFORM = sky130hd
export DESIGN_NAME = ALU_16b
export DESIGN_NICKNAME = ALU_16b
export VERILOG_FILES = /design/flow/design.v
export SDC_FILE = /design/flow/constraint.sdc
export NUM_CORES = 4
export LEC_CHECK = 1
export CORE_AREA = 10 10 111 111
export DIE_AREA = 0 0 121 121
</file>
<file path="/design/flow/constraint.sdc">
current_design ALU_16b

set clk_period 6.9
set clk_io_pct 0.2

create_clock -name clk0 -period $clk_period

set non_clock_inputs [all_inputs -no_clocks]
set_input_delay [expr $clk_period * $clk_io_pct] -clock clk0 $non_clock_inputs
set_output_delay [expr $clk_period * $clk_io_pct] -clock clk0 [all_outputs]
</file>
==> CHANGELOG.md <==
### Implementation results

- Status: complete, but fails checks
- Failing checks: negative setup slack
- Crit-path max cell delay: 0.55 ns
- Avg Vias per Cell: 4.27
- RSZ-0062 raised after global routing: true
- Hold Crit Depth: 7
- Gr ovfl total: 0
- Layout cells sized above 1: 37.0%
- Routability congestion estimate: 0.925
- Vias in the first global route: 2206
- Tool warnings: 51
- Core area: 9860 sq um
- Power Total: 0.351 mW
- Post-layout period usage of the worst path: 137%
- Max Freq: 106 MHz
- Initial drt markers: 182
- Synth Warn #: 17
- Post-Syn Instances: 256
- YS chip area: 1930 sq um
- Fillers: 991
- Final hold slack: 3.66 ns
- WL/cell: 15.2 microns
- Die H: 121 microns
- Worst slew pin tran: 0.617 ns
- Register area: 0 sq um
- Post-Route WL: 7520 microns
- Final hold vios: 0
- Most common cell on crit path: buf_4
- CP Buf/Inv Count: 41
- Post-detail-place hpwl: 5290 microns
- WP data arrival: 8.08 ns
- 1st-pass router iterations: 4
- Crit-path leading delay family: buffers and inverters
- Avg Cell Area, Syn: 7.53 sq um
- Area delta synth->final: 65.8%
- Post-layout min period: 9.46 ns
- Final tally of setup violations: 11
- Kind of critical path: input pin to output pin
- Slew margin rel.: 58.8%
- Antenna cells: 0
- VDD IR max: 40.4 uV
- PwrDens: 110 nW/um^2
- Global-route wire length before repair: 11500 microns
- Yosys Instances: 256
- Worst Path Required: 5.52 ns
- Max-Cap Viols: 0
- Chip area: 14600 sq um
- Die X: 121 microns
- Crit end category: output pin
- Worst Hold Endpoint: Zero
- Row count: 36
- Synthesized area: 1930 sq um
- Largest net degree at the start of global routing: 40
- Seq share, synth: 0%
- # clk buffers: 0
- Top fanout value on the critical path: 4
- DRC: 0
- Crit path launch type: input pin
- Post-DRT Antenna Nets: 0
- Hold WC Path Type: input pin to output pin
- Via count: 2116
- Logic area: 1710 sq um
- Leakage: 1.57 nW
- CP max stage cell: or4_4
- Post-synthesis cell type count: 41
- I/O Buffers: 55
- GRT Util Overall: 9.64%
- Max Slew Vio Count: 0
- Seq_cells: 0
- Initial antenna violation count: 0
- Worst setup margin: -2.56 ns
- Worst hold start: B[0]
- Cts hold-fix bufs: 0
- I/O Pins: 55
- FP Util: 19.5%
[tightest hold or removal path: cells and delay by family]
kind | cells | cell delay (ns)
simple gates | 1 | 0.13
compound gates | 2 | 0.40
xor+xnor | 1 | 0.08
buf+inv | 3 | 0.27
[layout make-up]
type | instances | share of cell area, %
multi-input cells | 183 | 53.6
repair buffers | 136 | 36.1
well taps | 133 | 5.21
inverters | 43 | 5.05
[placed cells by master, fill, tap and decap left out, types with 2 or more instances in the layout]
cell type,Yosys,routed
fa_2,0,15
nor2_1,12,12
a21o_1,2,2
clkbuf_2,0,4
buf_6,1,11
o41ai_1,2,2
a21oi_1,6,6
dlygate4sd2_1,0,3
nor2b_1,3,3
xor2_1,16,14
buf_2,2,6
o21ai_1,0,2
mux2i_1,3,3
o21ai_0,19,14
o21ai_2,0,3
nor4_1,2,2
nand4_1,3,3
ha_1,32,31
buf_4,17,73
dlymetal6s2s_1,0,2
nor3_1,2,2
a211oi_1,6,6
nand2_1,23,22
inv_1,42,35
a221o_1,5,5
clkdlybuf4s50_1,0,36
o221ai_1,2,2
a22o_1,7,7
inv_2,1,8
a31oi_1,2,2
[cell families after synthesis]
group	count (synthesis)	synth area share [%]
buffers and inverters	73	18.1
AOI/OAI and AO/OA	60	21.6
xor gates and xnor gates	18	8.18
adders and majority gates	47	36.4
muxes	3	1.56
and+or+nand+nor	55	14.3
[metal layers]
layer	wire [microns]	vias up	GRT usage, %
li1	-	1061	-
met1	3130	957	12.3
met2	3640	86	16.3
met3	638	12	2.41
met4	117	0	1.51
met5	0	-	0
[cell usage after synthesis (2+ instances only)]
cell | n | area share [%]
a21o_1 | 2 | 0.78
o41ai_1 | 2 | 0.91
xor2_1 | 16 | 7.3
fa_1 | 15 | 16
o221ai_1 | 2 | 0.91
clkbuf_1 | 10 | 1.9
ha_1 | 32 | 21
a211oi_1 | 6 | 2.3
a21oi_1 | 6 | 1.6
a22o_1 | 7 | 3.2
o22ai_1 | 2 | 0.65
o21ai_0 | 19 | 4.9
a221o_1 | 5 | 2.6
nor2b_1 | 3 | 0.97
nor3_1 | 2 | 0.52
inv_1 | 42 | 8.2
a31oi_1 | 2 | 0.65
nand2_1 | 23 | 4.5
nand4_1 | 3 | 0.97
xnor2_1 | 2 | 0.91
nor2_1 | 12 | 2.3
nand3_1 | 2 | 0.52
buf_4 | 17 | 6.6
or4_1 | 2 | 0.78
mux2i_1 | 3 | 1.6
nor4_1 | 2 | 0.65
a22oi_1 | 2 | 0.78
buf_2 | 2 | 0.52
[worst max-delay path by stage]
stage           start    to  cells after the start
CTS              B[1]  Zero                     49
global route  BNegate  Zero                     48
finish        BNegate  Zero                     48
[report_power, final]
group          switching [mW]  total (mW)  internal [mW]
Combinational           0.151       0.351          0.200
Clock                       0           0              0
Sequential                  0           0              0
Total                   0.151       0.351          0.200
[what timing repair did]
action / in CTS / in global routing
setup buffers: 44 / 11
cloned: 0 / 0
endpoints found under the setup margin: 12 / 12
pin swaps: 7 / 11
gates resized: 59 / 34
[per-stage QoR]
| step | util (%) | instance area, sq um | setup TNS [ns] | setup slack [ns] | instances |
|---|---|---|---|---|---|
| after CTS | 31.3 | 3090 | -16.20 | -2.46 | 491 |
| after detailed placement | 27.9 | 2750 | -21.29 | -3.17 | 449 |
| after global placement | 27.9 | 2750 | -20.86 | -3.09 | 449 |
| after floorplan | - | 1990 | -12.30 | -2.24 | 256 |
| final | 32.4 | 3190 | -15.71 | -2.56 | 495 |
| after global routing | 32.4 | 3190 | -17.30 | -2.67 | 495 |
No activity file was given, so power comes from the tool's default toggle rates.
