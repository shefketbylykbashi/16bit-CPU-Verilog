## config.mk

```make
export PLATFORM = sky130hd
export DESIGN_NAME = RegisterFile
export DESIGN_NICKNAME = RegisterFile
export VERILOG_FILES = /design/flow/design.v
export SDC_FILE = /design/flow/constraint.sdc
export NUM_CORES = 4
export LEC_CHECK = 1
export CORE_UTILIZATION = 50
```

## constraint.sdc

```tcl
current_design RegisterFile

set clk_period 3.3
set clk_io_pct 0.2

create_clock -name clk0 -period $clk_period [get_ports {Clock}]

set non_clock_inputs [all_inputs -no_clocks]
set_input_delay [expr $clk_period * $clk_io_pct] -clock clk0 $non_clock_inputs
set_output_delay [expr $clk_period * $clk_io_pct] -clock clk0 [all_outputs]
```

## design.v

```verilog
`timescale 1ns / 1ps
module RegisterFile(
input[2:0] RS,
input[2:0] RT,
input[2:0] RD,
input RegWrite,
input Clock,
input[15:0] WriteData,
output [15:0] ReadRS,
output [15:0] ReadRT
);
reg[15:0] Registers[7:0];
integer i;
initial
begin
    for(i = 0; i < 8; i = i + 1) begin
       Registers[i] = 16'd0; 
    end
end
always @ (posedge Clock)
begin
if(RegWrite) Registers[RD] <= WriteData;
end
assign ReadRS = Registers[RS];
assign ReadRT = Registers[RT];
endmodule
```

## run.sh

```bash
#!/bin/bash
# OpenROAD 26Q1-2900-gdf79404cd8, Yosys 0.63+post, stock flow scripts
make -C /OpenROAD-flow-scripts/flow DESIGN_CONFIG=/design/flow/config.mk WORK_HOME=/design/flow/orfs finish
```

==> flow_summary.toml <==
# implementation run metrics
[min_path]
hp-start = "WriteData[8]"
hp-class = "input port to register"
holdPathEnd = "Registers[6][8]$_DFFE_PP_"
hold_depth = 1

[clocking]
clk_path_buf_depth = 2
cts.sinks = 128
htreeDepth = 4
postCtsSetupBuffers = 0
cts-resized-gates = 0
cts_hold_buf = 0
numCtsBuffers = 17
clkTransAtPathRegs_ps = 50
cts-root-buf = "clkbuf_16"
cts_tree = "done"

[worst_setup_path]
startpoint_type = "input port"
crit_chain = "clkdlybuf4s50_1, buf_12, mux4_1, mux2_2, clkdlybuf4s50_1"
crit_fanout = 32
slowest_stage = "clkdlybuf4s50_1"
cpMostUsedCell = "clkdlybuf4s50_1"
cp-end-kind = "output pin"
path_class = "input port to output pin"
arrival_ps = 2440
worstPathRequired_ps = 2640
slowest_delay_ps = 500

[synthesis]
numSynthFlops = 128
syn_inst = 255
synth-edff-count = 128
syn_avg_cell_area_um2 = 23.7
synthTopCellsByArea = "edfxtp_1 64%, mux4_1 24%, mux2_2 6.0%"
synth.most_common_cell = "edfxtp_1"
synth_cell_type_count = 12
ys_area_um2 = 6040
async_flop_share_pct = 0
synthTopCellsByCount = "128 x edfxtp_1, 56 x mux4_1, 32 x mux2_2"
ys_cells = 255
synthFlopType = "edfxtp_1"
ys_warn_count = 1
ys_seq_share_pct = 63.6
yosysTopAreaCell = "edfxtp_1"
synth_top_area_share_pct = 63.6
synth_area_um2 = 6040

[final_timing]
finalHoldViolCount = 0
slew_violations = 0
period_minus_slack_ps = 3100
relSlewSlack_pct = 77.4
worstMarginPinSlew_ps = 339
final.setup.tns_ps = 0
fin_ws_ps = 203
fmax_ghz = 0.323
finalSetupViolCount = 0
timing.hold.ws_ps = 974
rsz0062_at_grt = "false"
min_period_over_period_pct = 93.9

[run_status]
status = "finished, final reports clean"

[power_and_ir_drop]
vdd_drop_max_mv = 0.360
leakagePower_uw = 0.00258
p_per_area_nw_per_um2 = 540

[die]
num_rows = 39
num_io_pins = 59
fp_util_pct = 52.0
dieWidth_um = 112
fp.coreArea_um2 = 11600
dieArea_um2 = 12500
chipHeight_um = 112

[detailed_routing]
wl_per_cell_um = 23.8
routed_wl_um = 11600
drt-vias-per-instance = 6.18
route.antenna.remaining_nets = 0
vias = 3014
drc = 0
antenna_cells = 0
drt_pass1_iterations = 15
drtIter0Drc = 98

[layout]
largest_register = "Registers"
regArea_um2 = 3840
drive_above_1_share_pct = 26.1
area_growth_syn_to_layout_pct = 23.9
top_regs = "Registers (128)"
fill_cells = 780
largest_reg_flops = 128
fin_util_pct = 64.5
comb_area_um2 = 2080

[global_route]
antenna_found_initial = 0
grt_remaining_overflow = 0
grt_pass1_vias = 3296
grt_first_pass_wirelength_um = 17900
grtUsageTotal_pct = 22.3
grt_max_degree = 33

[flow_run]
tool_warnings = 26
maxCapViolations = 0

[place]
pre_cts_ws_ps = 186
io_buffers = 58
dp_hpwl_um = 6910
gp_congestion = 0.761
## power by group
part	switching, uW	internal [uW]	total [uW]
registers	17.2	1850	1860
logic	134	240	374
clock network	624	1180	1800
## per-stage QoR
stage / area [um2] / total power [uW] / cells
3_3_place_gp: 6910 / 2270 / 456
4_1_cts: 7490 / 4090 / 488
3_5_place_dp: 6910 / 2280 / 456
5_1_grt: 7490 / 4180 / 488
2_1_floorplan: 6040 / 2080 / 255
6_report: 7490 / 4040 / 488
## cells in the final DEF (no fill, tap or decap)
master,count
mux4_2,8
bufinv_16,3
clkbuf_1,4
clkdlybuf4s50_1,56
nor2_1,6
nor3_2,2
clkinv_2,4
mux4_1,56
nand2_1,2
edfxtp_1,128
buf_4,10
clkinvlp_4,4
buf_2,2
nand2b_1,3
buf_12,8
clkbuf_16,17
mux2_2,32
## metal layers
layer	up-vias	routed length [um]	GRT usage, %
li1	1336	-	-
met1	1509	4340	31.3
met2	160	5750	33.2
met3	9	1400	15.1
met4	0	94	2.67
met5	-	0	0
## cells by family (layout without fill, tap and decap cells)
| family | count (synthesis) | after routing | synth area share (%) |
|---|---|---|---|
| flops | 128 | 128 | 63.6 |
| mux | 96 | 96 | 33.3 |
| buf+inv | 18 | 108 | 2.15 |
| simple gates | 13 | 13 | 0.973 |
## worst max-delay path, delay by kind of cell
family   cells  cell delay [ps]
mux          2              640
buf+inv      3             1120
## cell type report
cell class | count | area share [%]
repair buffers | 76 | 10.8
well taps | 143 | 2.39
flip-flops and latches | 128 | 51.3
multi-input cells | 109 | 27.8
clock buffers | 21 | 5.88
clock inverters | 11 | 1.87
## how the worst max path moves through the flow
stage,from,to,cells past startpoint
finish,RT[2],ReadRT[10],5
global route,RT[2],ReadRT[11],5
CTS,RS[2],ReadRS[10],5
Power and IR drop assume default switching activity.
